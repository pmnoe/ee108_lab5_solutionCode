**run.sh**
```bash
#!/bin/bash
# OpenROAD 26Q1-2900-gdf79404cd8, Yosys 0.63+post, stock flow scripts
make -C /OpenROAD-flow-scripts/flow DESIGN_CONFIG=/design/flow/config.mk WORK_HOME=/design/flow/orfs finish
```
**constraint.sdc**
```tcl
current_design song_rom

set clk_period 2.7
set clk_io_pct 0.2

create_clock -name clk0 -period $clk_period [get_ports {clk}]

set non_clock_inputs [all_inputs -no_clocks]
set_input_delay [expr $clk_period * $clk_io_pct] -clock clk0 $non_clock_inputs
set_output_delay [expr $clk_period * $clk_io_pct] -clock clk0 [all_outputs]
```
**config.mk**
```make
export PLATFORM = sky130hd
export DESIGN_NAME = song_rom
export DESIGN_NICKNAME = song_rom
export VERILOG_FILES = /design/flow/design.v
export SDC_FILE = /design/flow/constraint.sdc
export NUM_CORES = 4
export LEC_CHECK = 1
export CORE_AREA = 10 10 109 109
export DIE_AREA = 0 0 119 119
```
**design.v**
```verilog
module song_rom (					
	input clk,				
	input [6:0] addr,				
	output reg [11:0] dout				
);					
	wire [11:0] memory [127:0];				
	always @(posedge clk)				
		dout = memory[addr];			
	assign memory[	  0	] =	{6'd49, 6'd12};	 
	assign memory[	  1	] =	{6'd1, 6'd8};	 
	assign memory[	  2	] =	{6'd51, 6'd12};	 
	assign memory[	  3	] =	{6'd3, 6'd8};	 
	assign memory[	  4	] =	{6'd52, 6'd12};	 
	assign memory[	  5	] =	{6'd4, 6'd8};	 
	assign memory[	  6	] =	{6'd54, 6'd12};	 
	assign memory[	  7	] =	{6'd6, 6'd8};	 
	assign memory[	  8	] =	{6'd56, 6'd12};	 
	assign memory[	  9	] =	{6'd8, 6'd8};	 
	assign memory[	 10	] =	{6'd57, 6'd12};	 
	assign memory[	 11	] =	{6'd9, 6'd8};	 
	assign memory[	 12	] =	{6'd59, 6'd12};	 
	assign memory[	 13	] =	{6'd11, 6'd8};	 
	assign memory[	 14	] =	{6'd13, 6'd12};	 
	assign memory[	 15	] =	{6'd25, 6'd8};	 
	assign memory[	 16	] =	{6'd15, 6'd12};	 
	assign memory[	 17	] =	{6'd27, 6'd8};	 
	assign memory[	 18	] =	{6'd16, 6'd12};	 
	assign memory[	 19	] =	{6'd28, 6'd8};	 
	assign memory[	 20	] =	{6'd18, 6'd12};	 
	assign memory[	 21	] =	{6'd30, 6'd8};	 
	assign memory[	 22	] =	{6'd20, 6'd12};	 
	assign memory[	 23	] =	{6'd32, 6'd8};	 
	assign memory[	 24	] =	{6'd21, 6'd12};	 
	assign memory[	 25	] =	{6'd33, 6'd8};	 
	assign memory[	 26	] =	{6'd23, 6'd12};	 
	assign memory[	 27	] =	{6'd35, 6'd8};	 
	assign memory[	 28	] =	{6'd37, 6'd0};	 
	assign memory[	 29	] =	{6'd37, 6'd0};	 
	assign memory[	 30	] =	{6'd0, 6'd0};	 
	assign memory[	 31	] =	{6'd0, 6'd0};	 
	assign memory[	 32	] =	{6'd35, 6'd36};	 
	assign memory[	 33	] =	{6'd42, 6'd36};	 
	assign memory[	 34	] =	{6'd38, 6'd54};	 
	assign memory[	 35	] =	{6'd37, 6'd18};	 
	assign memory[	 36	] =	{6'd35, 6'd18};	 
	assign memory[	 37	] =	{6'd38, 6'd18};	 
	assign memory[	 38	] =	{6'd37, 6'd18};	 
	assign memory[	 39	] =	{6'd35, 6'd18};	 
	assign memory[	 40	] =	{6'd34, 6'd18};	 
	assign memory[	 41	] =	{6'd37, 6'd18};	 
	assign memory[	 42	] =	{6'd30, 6'd36};	 
	assign memory[	 43	] =	{6'd35, 6'd18};	 
	assign memory[	 44	] =	{6'd30, 6'd18};	 
	assign memory[	 45	] =	{6'd37, 6'd18};	 
	assign memory[	 46	] =	{6'd30, 6'd18};	 
	assign memory[	 47	] =	{6'd38, 6'd18};	 
	assign memory[	 48	] =	{6'd37, 6'd9};	 
	assign memory[	 49	] =	{6'd35, 6'd9};	 
	assign memory[	 50	] =	{6'd37, 6'd18};	 
	assign memory[	 51	] =	{6'd30, 6'd18};	 
	assign memory[	 52	] =	{6'd35, 6'd18};	 
	assign memory[	 53	] =	{6'd30, 6'd9};	 
	assign memory[	 54	] =	{6'd35, 6'd9};	 
	assign memory[	 55	] =	{6'd37, 6'd18};	 
	assign memory[	 56	] =	{6'd30, 6'd9};	 
	assign memory[	 57	] =	{6'd37, 6'd9};	 
	assign memory[	 58	] =	{6'd38, 6'd18};	 
	assign memory[	 59	] =	{6'd37, 6'd9};	 
	assign memory[	 60	] =	{6'd35, 6'd9};	 
	assign memory[	 61	] =	{6'd37, 6'd9};	 
	assign memory[	 62	] =	{6'd30, 6'd9};	 
	assign memory[	 63	] =	{6'd42, 6'd9};	 
	assign memory[	 64	] =	{6'd43, 6'd6};	 
	assign memory[	 65	] =	{6'd44, 6'd8};	 
	assign memory[	 66	] =	{6'd0, 6'd34};	 
	assign memory[	 67	] =	{6'd46, 6'd6};	 
	assign memory[	 68	] =	{6'd47, 6'd8};	 
	assign memory[	 69	] =	{6'd0, 6'd34};	 
	assign memory[	 70	] =	{6'd43, 6'd6};	 
	assign memory[	 71	] =	{6'd44, 6'd8};	 
	assign memory[	 72	] =	{6'd0, 6'd10};	 
	assign memory[	 73	] =	{6'd46, 6'd6};	 
	assign memory[	 74	] =	{6'd47, 6'd8};	 
	assign memory[	 75	] =	{6'd0, 6'd10};	 
	assign memory[	 76	] =	{6'd52, 6'd6};	 
	assign memory[	 77	] =	{6'd51, 6'd8};	 
	assign memory[	 78	] =	{6'd0, 6'd10};	 
	assign memory[	 79	] =	{6'd44, 6'd6};	 
	assign memory[	 80	] =	{6'd47, 6'd8};	 
	assign memory[	 81	] =	{6'd0, 6'd10};	 
	assign memory[	 82	] =	{6'd51, 6'd6};	 
	assign memory[	 83	] =	{6'd50, 6'd56};	 
	assign memory[	 84	] =	{6'd49, 6'd8};	 
	assign memory[	 85	] =	{6'd47, 6'd8};	 
	assign memory[	 86	] =	{6'd44, 6'd8};	 
	assign memory[	 87	] =	{6'd42, 6'd8};	 
	assign memory[	 88	] =	{6'd44, 6'd40};	 
	assign memory[	 89	] =	{6'd0, 6'd60};	 
	assign memory[	 90	] =	{6'd43, 6'd6};	 
	assign memory[	 91	] =	{6'd44, 6'd14};	 
	assign memory[	 92	] =	{6'd0, 6'd28};	 
	assign memory[	 93	] =	{6'd46, 6'd6};	 
	assign memory[	 94	] =	{6'd47, 6'd16};	 
	assign memory[	 95	] =	{6'd0, 6'd26};	 
	assign memory[	 96	] =	{6'd37, 6'd10};	 
	assign memory[	 97	] =	{6'd39, 6'd10};	 
	assign memory[	 98	] =	{6'd41, 6'd20};	 
	assign memory[	 99	] =	{6'd37, 6'd10};	 
	assign memory[	100	] =	{6'd39, 6'd10};	 
	assign memory[	101	] =	{6'd41, 6'd10};	 
	assign memory[	102	] =	{6'd39, 6'd10};	 
	assign memory[	103	] =	{6'd37, 6'd10};	 
	assign memory[	104	] =	{6'd36, 6'd10};	 
	assign memory[	105	] =	{6'd34, 6'd10};	 
	assign memory[	106	] =	{6'd36, 6'd10};	 
	assign memory[	107	] =	{6'd37, 6'd10};	 
	assign memory[	108	] =	{6'd39, 6'd10};	 
	assign memory[	109	] =	{6'd36, 6'd10};	 
	assign memory[	110	] =	{6'd32, 6'd10};	 
	assign memory[	111	] =	{6'd37, 6'd10};	 
	assign memory[	112	] =	{6'd39, 6'd10};	 
	assign memory[	113	] =	{6'd41, 6'd20};	 
	assign memory[	114	] =	{6'd37, 6'd10};	 
	assign memory[	115	] =	{6'd39, 6'd10};	 
	assign memory[	116	] =	{6'd41, 6'd10};	 
	assign memory[	117	] =	{6'd39, 6'd10};	 
	assign memory[	118	] =	{6'd37, 6'd10};	 
	assign memory[	119	] =	{6'd36, 6'd10};	 
	assign memory[	120	] =	{6'd34, 6'd10};	 
	assign memory[	121	] =	{6'd39, 6'd10};	 
	assign memory[	122	] =	{6'd36, 6'd10};	 
	assign memory[	123	] =	{6'd32, 6'd10};	 
	assign memory[	124	] =	{6'd37, 6'd20};	 
	assign memory[	125	] =	{6'd0, 6'd0};	 
	assign memory[	126	] =	{6'd0, 6'd0};	 
	assign memory[	127	] =	{6'd0, 6'd0};	 
endmodule					
```
==> results.yml <==
# synthesis and place-and-route metrics
status:
  status: "finished clean"
logic_synthesis:
  yosys_warnings: 1
  synth_cells: 367
  syn_avg_cell_area_um2: 6.788
  ys_ff: 12
  ys_cells: 367
  synth_top_area_share_pct: 9.643
  synth-edff-count: 0
  synthDistinctLibCells: 68
  ys_seq_share_pct: 9.643
  yosysChipArea_um2: 2491
  yosys.area.top_type: "dfxtp_1"
  synthArstFlopShare_pct: 0
  area_leaders: "dfxtp_1 (9.6%), buf_2 (5.6%), a21oi_1 (5.4%)"
  ys.flop_type: "dfxtp_1"
  synth.cell_area_um2: 2491
clock_tree:
  cts_tree: "built"
  cts_max_path_buffers: 2
  path_clk_slew_ns: 0.06
  cts_setup_buffers: 0
  cts_buffers: 3
  root_buffer: "clkbuf_8"
  cts_hold_buf: 0
  htree_levels: 1
  clock-sinks: 12
critical_path:
  crit_required_ns: 2.80
  crit_fanout: 8
  critPathKind: "in -> reg"
  slowest_stage: "clkdlybuf4s50_1"
  path_cells: "clkdlybuf4s50_1, buf_4, nand2b_1, buf_4, nor4_1, buf_4, nor4b_2, nand4_1, o2111ai_1"
  end_kind: "register"
  crit_path_max_incr_delay_ns: 0.62
  arrival_ns: 2.68
  crit_top_cell: "buf_4"
  path_buffers: 4
  cp-start-kind: "input pin"
  critical_path.top_delay_family: "buffers and inverters"
final_timing:
  finalCritPeriodShare_pct: 95.89
  setup_violations: 0
  hold_viol_final: 0
  fin_crit_ns: 2.589
  max_freq_ghz: 0.3863
  rsz0062_at_grt: "no"
  relSlewSlack_pct: 53.53
  tightest_slew_ns: 0.6918
  drv_slew: 0
drt:
  drt-wirelength-per-cell_um: 20.70
  antenna_cells: 0
  vias: 3307
  drtAntennaViolNets: 0
  totalWireLength_mm: 11.30
  drtPass1Iterations: 6
  via_per_inst: 6.057
  drcViolationCount: 0
  drtIter0Drc: 544
job:
  tool_warnings: 25
  max_cap_viol_count: 0
layout:
  largest_register_ffs: 12
  layout-drive-gt1-share_pct: 23.24
  final_cell_area_um2: 3203
  areaGrowthSynthToFinish_pct: 28.58
global_routing:
  grt_pass1_vias: 3197
  grt_pass1_wl_mm: 17.86
  grt_usage_pct: 15.57
  overflow: 0
  antenna_found_initial: 0
  grt_start_max_net_pins: 48
floorplanning:
  core_area_um2: 9639
  num_io_pins: 20
  dieArea_um2: 14160
  die_x_um: 119
  fp_util_pct: 25.84
  num_rows: 36
  fp.dieH_um: 119
power_and_ir_drop:
  vdd_drop_max_mv: 0.1552
  p_per_area_nw_per_um2: 288.2
  total_leakage_power_uw: 0.001180
  total_power_uw: 923.0
place:
  placed_area_um2: 3136
  place_hpwl_mm: 8.680
  portBuffers: 19
  gp_congestion: 1.084
hold_path:
  hold_path.class: "in -> reg"
==> through the flow <==
step                hold slack, ns  worst slack, ns  std cells  setup TNS [ns]  util, %
global placement             1.173          -0.2609        542         -0.8954    32.53
detailed placement           1.165          -0.2221        542         -0.5690    32.53
finish                      0.9221           0.1110        546               0    33.23
floorplan                   0.7985           0.6050        367               0        -
CTS                         0.8912          0.03425        546               0    33.10
global route                0.9504          0.02054        546               0    33.23
==> per-layer routing <==
layer  global-route usage, %  up-vias  share of wire, %
li1                        -     1509                 -
met1                   20.60     1531                40
met2                   23.76      225                44
met3                   3.261       42                12
met4                   7.252        0               4.8
met5                       0        -                 0
==> cell type report <==
type | instances | area, µm²
tap | 133 | 166.4
timing repair buffer | 85 | 723.2
fill | 1049 | 6436
sequential | 12 | 240.2
clock buffer | 4 | 55.05
inverter | 8 | 30.03
multi-input combinational | 304 | 1988
==> what timing repair did <==
item	4_1_cts	5_1_grt
endpoints found under the hold margin	0	0
endpoints found under the setup margin	0	3
resized	0	5
==> path summary, 6_finish.rpt <==
| kind | startpoint | end | slack (ns) | cells after the start |
|---|---|---|---|---|
| worst min-delay path | addr[2] | dout[5] | 0.92 | 3 |
| worst max-delay path | addr[6] | dout[2] | 0.11 | 9 |
==> synth_stat cells (all sizes together), types with 5 or more instances <==
cell type / number
nand3b: 6
o2111ai: 6
a21oi: 27
nand2: 27
buf: 36
nand3: 9
nor3: 15
or4: 5
nor2b: 12
nand4: 6
a211oi: 9
nand2b: 14
dfxtp: 12
clkbuf: 7
and2: 6
o21ai: 21
inv: 6
or3b: 5
o211ai: 8
xnor2: 5
nor2: 26
mux2i: 8
o32ai: 6
nor4: 10
==> worst min-delay path: cells and delay by family <==
family / cells / cell delay [ns]
compound gates: 1 / 0.18
buf+inv: 2 / 0.38
==> report_power, final <==
part	internal, µW	switching (µW)	leakage, µW
clock	129	75.1	0.0000288
sequential	206	6.75	0.000100
combinational	229	277	0.00105
total	564	359	0.00118
==> cell families after synthesis <==
kind of cell	count (synthesis)	synth area share [%]
flip-flops	12	9.643
AND-OR/OR-AND	122	34.51
buffers and inverters	51	11.05
XOR/XNOR	7	2.461
AND/OR/NAND/NOR	165	38.22
multiplexers	10	4.119
==> cells in the final DEF, fill, tap and decap left out, drive strengths merged, types with 3 or more instances in the layout <==
| cell type | synthesis | routed |
|---|---|---|
| nand2b | 14 | 14 |
| o31ai | 3 | 3 |
| buf | 36 | 71 |
| mux2i | 8 | 8 |
| clkdlybuf4s50 | 0 | 14 |
| or3b | 5 | 5 |
| o21ai | 21 | 21 |
| inv | 6 | 6 |
| nand3 | 9 | 9 |
| nor2b | 12 | 12 |
| o211ai | 8 | 8 |
| and3 | 4 | 4 |
| o32ai | 6 | 6 |
| o2111ai | 6 | 6 |
| nand4b | 4 | 4 |
| a211oi | 9 | 9 |
| and2 | 6 | 6 |
| nor3 | 15 | 15 |
| a22oi | 3 | 3 |
| clkbuf | 7 | 4 |
| a31oi | 4 | 4 |
| dfxtp | 12 | 12 |
| nor4b | 3 | 3 |
| o22ai | 4 | 4 |
| xnor2 | 5 | 5 |
| nor4 | 10 | 10 |
| a21oi | 27 | 27 |
| nand4 | 6 | 6 |
| nand2 | 27 | 27 |
| or4 | 5 | 5 |
| nor3b | 4 | 4 |
| nand3b | 6 | 6 |
| a2111oi | 3 | 3 |
| nor2 | 26 | 26 |
| or3 | 4 | 4 |
Power and IR drop assume default switching activity.
